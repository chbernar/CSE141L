$ cat design/flow/run.sh
#!/bin/bash
# OpenROAD 26Q1-2900-gdf79404cd8, Yosys 0.63+post, stock flow scripts
make -C /OpenROAD-flow-scripts/flow DESIGN_CONFIG=/design/flow/config.mk WORK_HOME=/design/flow/orfs finish
$ cat design/flow/config.mk
export PLATFORM = sky130hd
export DESIGN_NAME = Register
export DESIGN_NICKNAME = Register
export VERILOG_FILES = /design/flow/design.v
export SDC_FILE = /design/flow/constraint.sdc
export NUM_CORES = 4
export LEC_CHECK = 1
export CORE_UTILIZATION = 40
$ cat design/flow/constraint.sdc
current_design Register

set clk_period 2.7
set clk_io_pct 0.2

create_clock -name clk0 -period $clk_period [get_ports {CLK}]

set non_clock_inputs [all_inputs -no_clocks]
set_input_delay [expr $clk_period * $clk_io_pct] -clock clk0 $non_clock_inputs
set_output_delay [expr $clk_period * $clk_io_pct] -clock clk0 [all_outputs]
$ cat design/flow/design.v
module Register #(parameter dataSize = 8, numReg = 4)(
	input						CLK,
	input [numReg-1:0]	srcA,				 
	input [numReg-1:0]	srcB,				 
	input [numReg-1:0]	WriteReg,		 
	input						RegWriteCtrl,	 
	input [dataSize-1:0]	WriteData,		 
	output logic [dataSize-1:0]	ReadA,		 
	output logic [dataSize-1:0]	ReadB			 
);
	logic [dataSize-1:0] registers[2**numReg];
	always_comb ReadA = registers[srcA];
	always_comb ReadB = registers[srcB];
	always_ff @(posedge CLK)
		if (RegWriteCtrl)
			registers[WriteReg] <= WriteData;
endmodule
==> COMMIT_EDITMSG <==
Store results of the implementation flow

- In the setup report, the worst path falls into the class in2out.
- For this run the detailed placement stage logged an HPWL of around 9400 um.
* RSZ-0062 raised after global routing: true
* Placeable core region: 14600 um^2
- Headroom to the max-slew limit: 60.7%
- Max-slew check failures listed in the final report amount to 0.
- Cells fill ~54% of the core in the end.
* Tally of yosys warning messages: 1
* Count of input and output buffers: 37
* Number of standard cells in the final layout excluding fillers: 587
* DIE WIDTH: 125 um
- Average detailed-routed wire length per instance: between 20 and 30 um
* Pin count of the biggest net entering global routing: 17
- WHS Endpoint: registers[7][5]
- Final Hold Violating Endpoints: 0
* Effective utilization at floorplan: about two fifths
* Cell row count: between 40 and 50
- Area fraction in and, or, nand and nor cells: 3.61%
- The launch point of the worst min-delay path is recorded as WriteReg[2].
- GR Layer Usage met1: around 28%
- The number of maximum-capacitance violations recorded for the run is 0.
* Drc violations: 0
- Met2 Usage GRT: between 30% and 40%
- Stage-log warning count: 26
* Fraction of final layout cells with drive strength greater than 1: around 38%
* Distinct cell type count of the synthesized netlist: 19
* Height of the chip: around 120 um
- The worst setup path is launched from an input port.
* Req. time, crit path: around 2.2 ns
- Minimum hold slack: slightly above 1 ns
- The first global-routing pass estimated 22100 um of wire.
* Status: complete, no violations
* CP Capture Type: primary output
- Routed via count divided by cell count: 5.84
- STA on the placed design reports a worst setup slack of -0.440 ns.
- Post-Synthesis Mean Instance Area: just over 20 um^2
* Largest registers ranked by flip-flop count: registers: 128 flops
* Final design instance area without fill: between 7000 and 8000 um^2
- Area Growth Syn to Fin: 29.5%
- RePlAce Congestion: slightly below 0.9
* Starting DRT DRC Count: approximately 200
- Antenna repair during routing inserted a diode count of 0.
- TritonCTS built the clock tree.
* Worst path slowest cell: sky130_fd_sc_hd__mux4_1
- Per the GRT congestion report, total overflow comes to 0.
- Of the post-synthesis cell area, the part taken by muxes is 25.7%.
- Clk root buf: sky130_fd_sc_hd__clkbuf_16
- The report gives the cell count of the worst hold path as 3.
- Largest driver fanout on the critical path: 7
* Placed cell area: 6970 um^2
- In the synthesized netlist, the number of instances is between 200 and 300.
- Antenna violations before repair: 0
* CTS H-tree depth: 4
* Dominant combinational cell family by area after synthesis: multiplexers
- Number of buffers added by the clock tree synthesis step: 17
* Routed vias: between 3000 and 4000
- Most common logic cells in the final layout: 128 x sky130_fd_sc_hd__edfxtp_1, 44 x sky130_fd_sc_hd__buf_4, 42 x sky130_fd_sc_hd__mux4_2
* Cell count after placement: approximately 540
* Setup violations, final: 0
- Slew at the pin closest to its max-slew limit: just under 0.6 ns
- After synthesis the netlist holds a flip-flop and latch count of 128.
- The chip occupies approximately 16000 um^2.
- Per STA, the highest per-stage delay on the worst path measures around 0.57 ns.
- Global route summary, busiest routing layer listed as met2.
* Leakage dissipation: 2.71 nW
- Hold buffers post-CTS: 0
- In this run, the synthesized area fraction spent on xor and xnor cells is recorded as 0%.
- IR drop worst, VDD: 0.458 mV
- On the critical path the largest part of the delay comes from buffers and inverters.
- Ratio of final minimum period to clock period: 98.9%
- In the global route stage, overall resource usage came out at between 20% and 30%.
* Post-Synth Adder-Cell Area: 0%
- Per the timing report, the achievable frequency comes out to between 300 and 400 MHz.
* Number of cells in Yosys stat: between 200 and 300
- For this run, the register share of the synthesized area comes to 63.8%.
* Total chip power: 4.87 mW
- The cell sequence reported for the critical path is buf_8 > buf_12 > mux4_1 > a22oi_2 > nand2_1 > clkdlybuf4s50_1.
- On the worst setup and hold paths after CTS, the clock-pin slew comes to about 0.050 ns.
* Final period demand of the worst path: around 2.7 ns
- Largest reg by FF count: registers
- Max reg flops: 128
* Chip area estimate from yosys synthesis: ~6000 um^2
* Buffers plus inverters on the worst setup path: 3
- IO Pins: 38
- According to the report, the first pass of detailed routing completed in 4 iterations.
- The final layout reports a setup TNS of 0 ns.
* Post-Synth AOI/OAI Area: about 4.0%
- GR Layer Usage met3: between 10% and 20%
- CTS sink count: roughly 130
- Power density normalized to cell area: 623 nW/um^2
* Cell area after synthesis: 6030 um^2
* Number of global-route vias before repair: around 3800
- The critical path in the final layout is reported with a setup slack of just under 0.03 ns.
- Longest Clk Path Bufs: 2
- The type recorded for the worst min-delay path is in2reg.
* Post-detailed-route count of antenna-violating nets: 0
- Per the detailed-route log, wirelength across all metal layers totals about 15000 um.
- The library cell used most frequently in the layout, excluding fill and tap cells, is sky130_fd_sc_hd__edfxtp_1.
* Critical path data arrival time: around 2.1 ns
[worst max-delay path by stage]
stage	start	endpoint	cells past startpoint
finish	srcB[0]	ReadB[0]	6
CTS	srcB[1]	ReadB[0]	6
global route	srcB[0]	ReadB[0]	6
[timing repair]
action | in CTS | in global routing
setup endpoints to repair | 16 | 12
endpoints found under the hold margin | 0 | 0
cloned | 2 | 2
gates resized | 42 | 12
pin swaps | 8 | 7
buffers inserted | 6 | 3
[layer usage]
metal | share of wire (%) | up-vias
li1 | - | 1491
met1 | 34 | 1694
met2 | 50 | 227
met3 | 14 | 15
met4 | 1.3 | 0
met5 | 0 | -
[final cells by class]
cell class | count | area (um^2)
fill | 1088 | 6780
sequential | 128 | 3840
multi-input combinational | 143 | 2080
timing repair buffer | 100 | 1110
clock buffer | 22 | 444
tap | 184 | 230
clock inverter | 10 | 93.8
[Yosys cell counts]
master / number / area share [%]
sky130_fd_sc_hd__mux4_4: 2 / 0.83
sky130_fd_sc_hd__nor2b_1: 2 / 0.21
sky130_fd_sc_hd__nand3_1: 1 / 0.083
sky130_fd_sc_hd__buf_6: 6 / 1.1
sky130_fd_sc_hd__edfxtp_1: 128 / 64
sky130_fd_sc_hd__a22oi_1: 32 / 4.0
sky130_fd_sc_hd__nand2_1: 17 / 1.1
sky130_fd_sc_hd__mux4_1: 28 / 12
sky130_fd_sc_hd__nand3b_1: 2 / 0.25
sky130_fd_sc_hd__nand2b_1: 2 / 0.21
sky130_fd_sc_hd__or3b_2: 1 / 0.15
sky130_fd_sc_hd__nor3_1: 4 / 0.33
sky130_fd_sc_hd__clkdlybuf4s25_2: 6 / 1.0
sky130_fd_sc_hd__and2_1: 2 / 0.21
sky130_fd_sc_hd__mux4_2: 34 / 13
sky130_fd_sc_hd__buf_4: 2 / 0.25
sky130_fd_sc_hd__and2b_1: 2 / 0.25
sky130_fd_sc_hd__nor2_1: 14 / 0.87
sky130_fd_sc_hd__buf_2: 6 / 0.50
[kinds of logic after synthesis]
group,count (synthesis)
AND/OR/NAND/NOR,47
flip-flops,128
buffers and inverters,20
multiplexers,64
AND-OR/OR-AND,32
[where the power goes]
| part | switching (mW) | internal [mW] | leakage [nW] |
|---|---|---|---|
| registers | 0.0151 | 2.23 | 1.16 |
| clock network | 0.768 | 1.33 | 0.263 |
| logic | 0.225 | 0.294 | 1.29 |
Power is estimated from default activity; no workload was simulated.
