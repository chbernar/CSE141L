==> design.v <==
module DataMemory(
	input 					CLK,            
	input 					MemRead,        
	input 					MemWrite,       
	input [7:0] 			DataAddress,    
	input [7:0]				DataMemIn,		 
	output logic [7:0] 	DataMemOut		 
);
	logic [7:0] my_memory[256];
	always_comb begin
		if(MemRead) begin
			DataMemOut = my_memory[DataAddress]; 
		end
		else
			DataMemOut = 8'bZ;
	end
  always_ff @ (posedge CLK) begin
		if(MemWrite) begin
			my_memory[DataAddress] = DataMemIn;
		end
	end
endmodule
==> run.sh <==
#!/bin/bash
# OpenROAD 26Q1-2900-gdf79404cd8, Yosys 0.63+post, stock flow scripts
make -C /OpenROAD-flow-scripts/flow DESIGN_CONFIG=/design/flow/config.mk WORK_HOME=/design/flow/orfs finish
==> config.mk <==
export PLATFORM = sky130hd
export DESIGN_NAME = DataMemory
export DESIGN_NICKNAME = DataMemory
export VERILOG_FILES = /design/flow/design.v
export SDC_FILE = /design/flow/constraint.sdc
export NUM_CORES = 4
export LEC_CHECK = 1
export CORE_UTILIZATION = 30
==> constraint.sdc <==
current_design DataMemory

set clk_period 29.1
set clk_io_pct 0.2

create_clock -name clk0 -period $clk_period [get_ports {CLK}]

set non_clock_inputs [all_inputs -no_clocks]
set_input_delay [expr $clk_period * $clk_io_pct] -clock clk0 $non_clock_inputs
set_output_delay [expr $clk_period * $clk_io_pct] -clock clk0 [all_outputs]
==> impl_metrics.ini <==
; physical design summary
[final_timing]
fin_tns_setup_ns = 0
setup_slack_ns = 11.91
rsz0062_at_grt = false
fin_crit_ns = 17.19
slew_headroom_pct = 32.1
setup-violations-final = 0
slew_viol_final = 0
worst_pin_slew_ns = 1.01
hold_viol = 0
min_period_over_period_pct = 59.1
fmax_ghz = 0.0582

[cts]
cts-buffers-inserted = 203
hold_buffers = 0
ctsLongestPathBuffers = 3
cts_tree = yes
post_cts_buffers = 0
htreeDepth = 4
cts.sinks = 2048
root_buffer = clkbuf_16
clk_pin_slew_ns = 0.06
post_cts_resized = 0

[worst_setup_path]
cpPeakStageDelay_ns = 0.77
cp_cell_sequence = buf_8, buf_4, buf_4, buf_4, mux4_2, a22oi_1, a21oi_1, o41ai_1, nand4_1, clkdlybuf4s50_1
crit_type = in2out
end_kind = primary output
critPathRequiredTime_ns = 23.28
cp_max_fo = 49
path_common_cell = buf_4
cp-start-kind = input pin
worst_ep_arrival_time_ns = 11.37
cp_slowest_cell = o41ai_1

[placement]
port_buffers = 25
dp.cells = 6886
dp_hpwl_um = 109000
globalplace.congestion = 0.857
pre_cts_ws_ns = 11.77

[finish]
instances_no_fill = 7262
fill_cells = 23700
syn_to_final_growth_pct = 14.1
drive_gt1_share_pct = 24.7
largest_reg_flops = 2048
post-route-util_pct = 34.4

[job]
maxCapViolCount = 0
warning_count = 39

[logic_synthesis]
synthCells = 3539
postSynthAreaPerCell_um2 = 22.1
yosysSeqAreaShare_pct = 78.5
ys_chip_area_mm2 = 0.0783
syn_area_mm2 = 0.0783
synth-cells-yosys = 3539
yosys.cell_types.count = 21
synth.yosys.warnings = 2
numSynthFlops = 2048

[floorplan]
fp_util_pct = 30.2
ios = 27
core_area_mm2 = 0.260
dieWidth_um = 513
die_h_um = 513
num_rows = 187
chip_area_mm2 = 0.263

[route]
antenna_left = 0
drc = 0
drtIter0Drc = 2313
drt_wl_total_um = 184000
routedWlPerCell_um = 25.4
via_count = 36400
viasPerCell = 5.02
firstDrtPassIters = 5

[global_route]
grt_pass1_vias = 40800
grt_max_degree = 141
grt_usage_pct = 15.1
antenna_found_initial = 7
grt_pass1_wl_um = 270000
grt_overflow_total = 0

[pwr]
max-vdd-ir-drop_v = 0.0000549
power_density_mw_per_mm2 = 66.9
p_leak_nw = 26.5
finalPower_mw = 5.98

[status]
status = finished, final reports clean

[worst_hold_path]
hp-class = in2reg
-- critical path, delay by kind of cell --
| kind | cells | cell delay [ns] |
|---|---|---|
| buffers and inverters | 5 | 2.96 |
| AND-OR/OR-AND | 3 | 1.28 |
| multiplexers | 1 | 0.58 |
| AND/OR/NAND/NOR | 1 | 0.58 |
-- per-layer routing --
metal	wire [um]	vias to the layer above	global-route usage (%)
met5	184	-	0.676
met4	6030	4	4.02
met3	27000	310	10.3
met2	90100	2013	23.5
met1	60900	18700	17.1
li1	-	15400	-
-- cells in the final DEF (no fill, tap or decap), types with 5 or more instances in the layout --
cell	Yosys	layout
edfxtp_1	2048	2048
mux4_2	512	512
a22oi_1	256	256
nor2_1	232	231
clkbuf_16	0	203
buf_4	16	144
a21oi_1	128	128
clkinv_1	0	56
clkbuf_1	145	52
clkinv_2	0	33
nor3_1	30	30
o41ai_1	32	29
nand2_1	28	27
clkdlybuf4s50_1	0	15
nand3_1	13	11
buf_8	0	10
nand4_1	8	8
clkinv_16	0	8
bufinv_16	0	8
buf_12	0	8
nor2b_1	7	5
-- power breakdown --
part	switching, mW	internal (mW)	leakage [nW]
Clock	1.10	1.36	3.05
Sequential	0.00127	3.25	18.4
Combinational	0.176	0.0939	5.08
Total	1.28	4.71	26.5
-- path summary, 6_finish.rpt --
kind	end	startpoint	slack [ns]	cells after the start
setup / recovery	DataMemOut[4]	DataAddress[0]	11.91	10
hold / removal	my_memory[0][3]	DataMemIn[3]	5.37	1
-- layout make-up --
type / instances / area (um2) / area share, %
Multi-Input combinational cell: 1258 / 15800 / 17.7
Tap cell: 3402 / 4260 / 4.76
Clock inverter: 118 / 1020 / 1.14
Inverter: 1 / 3.75 / 0.00420
Clock buffer: 255 / 5280 / 5.90
Antenna cell: 3 / 7.51 / 0.00840
Sequential cell: 2048 / 61500 / 68.8
Timing Repair Buffer: 177 / 1540 / 1.72
-- kinds of logic after synthesis --
logic type	synth area share [%]
muxes	14.7
AOI/OAI and AO/OA	3.63
DFF	78.5
and+or+nand+nor	1.74
buffers and inverters	1.40
-- metrics by stage --
step	hold slack (ns)	instance area (um2)
after floorplan	5.92	78300
after global placement	6.23	83100
after detailed placement	6.24	83100
after CTS	5.33	89400
after global routing	5.35	89400
final	5.37	89400
-- cell usage after synthesis --
library cell | n | area [um2]
edfxtp_1 | 2048 | 61500
mux4_2 | 512 | 11500
a22oi_1 | 256 | 1920
nor2_1 | 232 | 871
clkbuf_1 | 145 | 544
a21oi_1 | 128 | 641
buf_2 | 36 | 180
o41ai_1 | 32 | 280
nor3_1 | 30 | 150
nand2_1 | 28 | 105
buf_1 | 19 | 71.3
buf_4 | 16 | 120
buf_6 | 16 | 180
nand3_1 | 13 | 65.1
nand4_1 | 8 | 50.1
nor2b_1 | 7 | 43.8
nand2b_1 | 6 | 37.5
and2_1 | 3 | 18.8
or2_2 | 2 | 12.5
inv_1 | 1 | 3.75
or3_1 | 1 | 6.26
Power is estimated from default activity; no workload was simulated.
