### ./config.mk
export PLATFORM = sky130hd
export DESIGN_NAME = LUT_Reg
export DESIGN_NICKNAME = LUT_Reg
export VERILOG_FILES = /design/flow/design.v
export SDC_FILE = /design/flow/constraint.sdc
export NUM_CORES = 4
export LEC_CHECK = 1
export CORE_AREA = 10 10 97 97
export DIE_AREA = 0 0 107 107
### ./constraint.sdc
current_design LUT_Reg

set clk_period 6.6
set clk_io_pct 0.2

create_clock -name clk0 -period $clk_period

set non_clock_inputs [all_inputs -no_clocks]
set_input_delay [expr $clk_period * $clk_io_pct] -clock clk0 $non_clock_inputs
set_output_delay [expr $clk_period * $clk_io_pct] -clock clk0 [all_outputs]
### ./design.v
module LUT_Reg(
	input [8:0]				lut_instruction,
	output logic [3:0]	SrcA,
	output logic [3:0]	SrcB,
	output logic [3:0]	WriteReg
);
always_comb begin
	WriteReg <= 4'd0;
	SrcA <= 4'd0;
	SrcB <= 4'd0;
	if (lut_instruction[8] == 1'b0 && 
		 lut_instruction[0] == 1'b0) begin
		SrcA[1] = lut_instruction[4];
		SrcA[0] = lut_instruction[3];
		SrcB[1] = lut_instruction[2];
		SrcB[0] = lut_instruction[1];
		if (lut_instruction[7:5] == 3'b011) begin
			WriteReg[1:0] <= SrcA[1:0];
		end
		else
			WriteReg <= 4'd4;
		if (lut_instruction[7:5] == 3'b100) begin
			SrcA <= lut_instruction[4:3];
			SrcB <= lut_instruction[2:1];
		end
		if (lut_instruction[7:5] == 3'b101) begin
			SrcA <= 4'd6;
			SrcB <= 0;
			WriteReg <= 4'd6;
		end
		else if (lut_instruction[7:5] == 3'b110) begin
			SrcB <= 0;
			WriteReg <= 4'd4;
		end
		else begin
			SrcB <= 4'd0;
			SrcB[1] <= lut_instruction[2];
			SrcB[0] <= lut_instruction[1];
		end
	end
	else if (lut_instruction[8] == 1'b1) begin
		if (lut_instruction[7:5] == 3'b010) begin
			SrcA <= 4'd4;
			SrcB <= 0;
			WriteReg[3] <= 0;
			WriteReg[2] <= lut_instruction[4];
			WriteReg[1] <= lut_instruction[3];
			WriteReg[0] <= lut_instruction[2];
		end
		else begin
			SrcA <= lut_instruction[4:3];
			SrcB <= lut_instruction[2:0];
			if (lut_instruction[7:5] == 3'b001) begin
				WriteReg <= 4'd0;
				WriteReg[1] <= lut_instruction[4];
				WriteReg[0] <= lut_instruction[3];
			end
			else begin
				WriteReg <= 4'd4;
			end
		end
	end
	else begin
		if (lut_instruction == 9'b000000001) begin
			SrcA <= 0; 
			SrcB <= 0;
			WriteReg <= 4'd5;  
		end
		else if (lut_instruction == 9'b000000011) begin
			SrcA <= 0; 
			SrcB <= 0;
			WriteReg <= 4'd6;  
		end
		else if (lut_instruction == 9'b 000000101) begin
			SrcA <= 0;
			SrcB <= 0;
			WriteReg <= 4'd7;  
		end
		else if (lut_instruction == 9'b 000000111) begin
			SrcA <= 0; 
			SrcB <= 0;
			WriteReg <= 4'd4;  
		end
		else if (lut_instruction == 9'b000001001) begin
			SrcA <= 0; 
			SrcB <= 0;
			WriteReg <= 4'd4;  
		end
		else if (lut_instruction == 9'b000001011) begin
			SrcA <= 0;
			SrcB <= 0;
			WriteReg <= 0;  
		end
		else if (lut_instruction == 9'b000001101) begin
			SrcA <= 0; 
			SrcB <= 0;
			WriteReg <= 4'd4;  
		end
		else if (lut_instruction == 9'b000001111) begin
			SrcA <= 0;
			SrcB <= 4'd7;  
			WriteReg <= 4'd4;  
		end
		else if (lut_instruction == 9'b000010001) begin
			SrcA <= 4'd5;  
			SrcB <= 4'd6;  
			WriteReg <= 4'd4;  
		end
		else if (lut_instruction == 9'b000010011) begin
			SrcA <= 4'd0;  
			SrcB <= 4'd0;  
			WriteReg <= 4'd4;  
		end
		else if (lut_instruction == 9'b000010101) begin
			SrcA <= 4'd6;  
			SrcB <= 4'd0;  
			WriteReg <= 4'd4;  
		end
		else if (lut_instruction == 9'b000010111) begin
			SrcA <= 4'd6;  
			SrcB <= 4'd0;  
			WriteReg <= 4'd4;  
		end
		else if (lut_instruction == 9'b000011001) begin
			SrcA <= 4'd6;  
			SrcB <= 4'd0;  
			WriteReg <= 4'd4;  
		end
		else if (lut_instruction == 9'b000011101) begin
			SrcA <= 4'd2;  
			SrcB <= 4'd4;  
			WriteReg <= 4'd0;  
		end
		else if (lut_instruction == 9'b000011111) begin
			SrcA <= 4'd2;  
			SrcB <= 4'd4;  
			WriteReg <= 4'd0;  
		end
		else if (lut_instruction == 9'b000100001) begin
			SrcA <= 4'd0;  
			SrcB <= 4'd0;  
			WriteReg <= 4'd0;  
		end
		else if (lut_instruction == 9'b 001110111) begin
			SrcA <= 4'd0;  
			SrcB <= 4'd0;  
			WriteReg <= 4'd0;  
		end
		else if (lut_instruction == 9'b000100011) begin
			SrcA <= 4'd0;  
			SrcB <= 4'd0;  
			WriteReg <= 4'd0;  
		end
		else if (lut_instruction == 9'b000100101) begin
			SrcA <= 4'd2;  
			SrcB <= 4'd0;  
			WriteReg <= 4'd0;  
		end
		else if (lut_instruction == 9'b000100111) begin
			SrcA <= 4'd0;  
			SrcB <= 4'd0;  
			WriteReg <= 4'd0;  
		end
		else if (lut_instruction == 9'b000101001) begin
			SrcA <= 4'd2;  
			SrcB <= 4'd0;  
			WriteReg <= 4'd0;  
		end
		else if (lut_instruction == 9'b 000101011) begin
			SrcA <= 4'd3;  
			SrcB <= 4'd0;  
			WriteReg <= 4'd0;  
		end
		else if (lut_instruction == 9'b000101101) begin
			SrcA <= 4'd0;  
			SrcB <= 4'd7;  
			WriteReg <= 4'd0;  
		end
		else if (lut_instruction == 9'b000000011) begin
			SrcA <= 4'd2;  
			SrcB <= 4'd0;  
			WriteReg <= 4'd0;  
		end
		else if (lut_instruction == 9'b 000110001) begin
			SrcA <= 4'd0;  
			SrcB <= 4'd0;  
			WriteReg <= 4'd0;  
		end
		else if (lut_instruction == 9'b000110011) begin
			SrcA <= 4'd5;  
			SrcB <= 4'd6;  
			WriteReg <= 4'd1;  
		end
		else if (lut_instruction == 9'b000110101) begin
			SrcA <= 4'd1;  
			SrcB <= 4'd0;  
			WriteReg <= 4'd1;  
		end
		else if (lut_instruction == 9'b000110111) begin
			SrcA <= 4'd6;  
			SrcB <= 4'd1;  
			WriteReg <= 4'd4;  
		end
		else if (lut_instruction == 9'b000111001) begin
			SrcA <= 4'd1;  
			SrcB <= 4'd9;  
			WriteReg <= 4'd1;  
		end
		else if (lut_instruction == 9'b000111011) begin
			SrcA <= 4'd6;  
			SrcB <= 4'd1;  
			WriteReg <= 4'd3;  
		end
		else if (lut_instruction == 9'b000111101) begin
			SrcA <= 4'd3;  
			SrcB <= 4'd10;  
			WriteReg <= 4'd0;  
		end
		else if (lut_instruction == 9'b000111111) begin
			SrcA <= 4'd9;  
			SrcB <= 4'd0;  
			WriteReg <= 4'd9;  
		end
		else if (lut_instruction == 9'b001000001) begin
			SrcA <= 4'd10;  
			SrcB <= 4'd0;  
			WriteReg <= 4'd10;  
		end
		else if (lut_instruction == 9'b 001000011) begin
			SrcA <= 4'd0;  
			SrcB <= 4'd9;  
			WriteReg <= 4'd0;  
		end
		else if (lut_instruction == 9'b001000101) begin
			SrcA <= 4'd0;  
			SrcB <= 4'd0;  
			WriteReg <= 4'd0;  
		end
		else if (lut_instruction == 9'b001000111) begin
			SrcA <= 4'd0;  
			SrcB <= 4'd0;  
			WriteReg <= 4'd1;  
		end
		else if (lut_instruction == 9'b001001001) begin
			SrcA <= 4'd0;  
			SrcB <= 4'd1;  
			WriteReg <= 4'd0;  
		end
		else if (lut_instruction == 9'b001001011) begin
			SrcA <= 4'd1;  
			SrcB <= 4'd0;  
			WriteReg <= 4'd0;  
		end
		else if (lut_instruction == 9'b001001101) begin
			SrcA <= 4'd1;  
			SrcB <= 4'd0;  
			WriteReg <= 4'd9;  
		end
		else if (lut_instruction == 9'b001001111) begin
			SrcA <= 4'd0;  
			SrcB <= 4'd0;  
			WriteReg <= 4'd10;  
		end
		else if (lut_instruction == 9'b001010001) begin
			SrcA <= 4'd0;  
			SrcB <= 4'd9;  
			WriteReg <= 4'd0;  
		end
		else if (lut_instruction == 9'b001010011) begin
			SrcA <= 4'd9;  
			SrcB <= 4'd0;  
			WriteReg <= 4'd9;  
		end
		else if (lut_instruction == 9'b001111011) begin
			SrcA <= 4'd7;  
			SrcB <= 4'd0;  
			WriteReg <= 4'd4;  
		end
		else if (lut_instruction == 9'b001010101) begin
			SrcA <= 4'd10;  
			SrcB <= 4'd0;  
			WriteReg <= 4'd10;  
		end
		else if (lut_instruction == 9'b001010111) begin
			SrcA <= 4'd8;  
			SrcB <= 4'd2;  
			WriteReg <= 4'd8;  
		end
		else if (lut_instruction == 9'b001011001) begin
			SrcA <= 4'd5;  
			SrcB <= 4'd8;  
			WriteReg <= 4'd5;  
		end
		else if (lut_instruction == 9'b 001011011) begin
			SrcA <= 4'd1;  
			SrcB <= 4'd6;  
			WriteReg <= 4'd1;  
		end
		else if (lut_instruction == 9'b001011101) begin
			SrcA <= 4'd6;  
			SrcB <= 4'd0;  
			WriteReg <= 4'd6;  
		end
		else if (lut_instruction == 9'b001011111) begin
			SrcA <= 4'd0;  
			SrcB <= 4'd0;  
			WriteReg <= 4'd0;  
		end
		else if (lut_instruction == 9'b001100001) begin
			SrcA <= 4'd0;  
			SrcB <= 4'd0;  
			WriteReg <= 4'd0;  
		end
		else if (lut_instruction == 9'b001100011) begin
			SrcA <= 4'd0;  
			SrcB <= 4'd0;  
			WriteReg <= 4'd0;  
		end
		else if (lut_instruction == 9'b 001100101) begin
			SrcA <= 4'd0;  
			SrcB <= 4'd0;  
			WriteReg <= 4'd0;  
		end
		else if (lut_instruction == 9'b 001100111) begin
			SrcA <= 4'd0;  
			SrcB <= 4'd0;  
			WriteReg <= 4'd0;  
		end
		else if (lut_instruction == 9'b001101001) begin
			SrcA <= 4'd0;  
			SrcB <= 4'd0;  
			WriteReg <= 4'd0;  
		end
		else if (lut_instruction == 9'b 001101011) begin
			SrcA <= 4'd0;  
			SrcB <= 4'd0;  
			WriteReg <= 4'd0;  
		end
		else if (lut_instruction == 9'b001101101) begin
			SrcA <= 4'd0;  
			SrcB <= 4'd0;  
			WriteReg <= 4'd0;  
		end
		else if (lut_instruction == 9'b001101111) begin
			SrcA <= 4'd0;  
			SrcB <= 4'd0;  
			WriteReg <= 4'd8;  
		end
		else if (lut_instruction == 9'b001110001) begin
			SrcA <= 4'd2;  
			SrcB <= 4'd4;  
			WriteReg <= 4'd0;  
		end
		else if (lut_instruction == 9'b001110011) begin
			SrcA <= 4'd3;  
			SrcB <= 4'd0;  
			WriteReg <= 4'd0;  
		end
		else if (lut_instruction == 9'b001111101) begin
			SrcA <= 4'd0;  
			SrcB <= 4'd0;  
			WriteReg <= 4'd4;  
		end
		else if (lut_instruction == 9'b000011011) begin
			SrcA <= 4'd0;  
			SrcB <= 4'd0;  
			WriteReg <= 4'd6;  
		end
		else begin 
			SrcA <= 4'd3;  
			SrcB <= 4'd7;  
			WriteReg <= 4'd0;  
		end
	end
end
endmodule
### ./run.sh
#!/bin/bash
# OpenROAD 26Q1-2900-gdf79404cd8, Yosys 0.63+post, stock flow scripts
make -C /OpenROAD-flow-scripts/flow DESIGN_CONFIG=/design/flow/config.mk WORK_HOME=/design/flow/orfs finish
==> results.txt <==
flow finished, numbers: die span in x=107 um, DRT Wirelength=5140 um, Synth Seq Share=0%, met2 Use GR=13.3%, gr busiest metal=met2, Synth Warn #=1, # resized after CTS=0, Hold EP=WriteReg[3], initial antenna violation count=0, Logic pwr share=100.0%, Fin. Hold Viols=0, HP Class=input port to output port, worst vdd ir=0.0000471 V, WL per Instance=16.9 um, # Cells Yosys=201, number of global-route vias before repair=1603, Max transition margin=39.5%, drt drc=0, first-pass GRT wire length=8250 um, Routed Antenna Nets=0, CP Max Fanout=22, setup TNS=0 ns, Die ar.=11400 um^2, Core Area=7290 um^2, initial DRC count=386, Register Area=0 um^2, Net Sw Frac=57.7%, Area Overhead vs Synth=19.7%, Setup Fix Bufs, Post-CTS=0, GR Util met1=11.8%, Top-area cell share=5.86%, Initial Utilization=17.6%, grt total ovfl=0, layout cell share with drive strength beyond 1=7.80%, drt pass-1 iters=6, min setup slack post-route=0.886 ns, P_sw=0.0458 mW, # port buffers=21, crit end category=output port, Flops=0, Place WS=0.974 ns, crit start category=input port, Mapped Area=1280 um^2, clock power share=0%, I/O pin total=21, Slew @ Worst Pin=0.905 ns, max cap viols=0, Synth top cells by count=nand2_1 (20), buf_2 (14), nor2_1 (14), GRT Overall Usage=8.48%, RSZ-0062 raised after global routing=false, internal power=0.0336 mW, Final GP Congestion=1.05, Flop pwr share=0%, Mapped Cells=201, hold buffers post-CTS=0, crit path time final=5.71 ns, run status=complete, no violations, hold path cells=3, post-synth area from yosys stat=1280 um^2, kind of critical path=input port to output port, pin count of the biggest net entering global routing=24, met3 Usage GRT=1.09%, Avg Cell Area, Syn=6.37 um^2, HP Start=lut_instruction[4], Largest cells by area=nand2_1 (5.9%), buf_2 (5.5%), a21oi_1 (5.1%), o21ai_0 (5.1%), nand4_1 (4.9%), Setup Viol. Count Final=0, Finished Layout Cells=304, Leakage=0.434 nW, Tcrit/Tclk final=86.6%, PwrDens=51.8 nW/um^2, DP Cell Count=304, Die Y=107 um, Synth area leader=nand2_1, vias per inst=5.92, stage-log warning count=32, Cell variety after synth=62, floorplan row count=31, CP required=5.28 ns, worst path arrival time=4.39 ns, max-slew violation count=0, top-count cell post-synth=nand2_1, Antenna Diode Count=0, HPWL Detailed=3820 um, FMAX=0.175 GHz, vias=1799, clock buffers=0
## metrics by stage
stage | util [%] | cell area, um^2 | power, mW | hold slack, ns
3_3_place_gp | 21.0 | 1530 | 0.0780 | 4.08
6_report | 21.0 | 1530 | 0.0795 | 4.09
3_5_place_dp | 21.0 | 1530 | 0.0773 | 4.10
5_1_grt | 21.0 | 1530 | 0.0857 | 4.16
4_1_cts | 21.0 | 1530 | 0.0776 | 4.10
2_1_floorplan | - | 1280 | 0.0488 | 2.88
## power groups by stage
| stage | sequential, mW | clock [mW] | combinational, mW |
|---|---|---|---|
| after CTS | 0 | 0 | 0.0776 |
| after global routing | 0 | 0 | 0.0857 |
| final | 0 | 0 | 0.0795 |
## placed cells by master (no fill, tap or decap), drive strengths merged, types with 2 or more instances in the layout
master and count:
inv 3, o22ai 2, o21ai 14, o221a 2, a32oi 2, a31o 3, a31oi 3, nand4b 2
nor3b 6, or2 2, mux2i 2, a211oi 3, o2111ai 2, a41oi 2, o211ai 3, nand2b 4
xnor2 2, nand4 10, o32ai 2, nor3 5, nor2b 8, nor2 15, nor4b 4, xor2 2
buf 3, a21oi 13, or3 3, nor4bb 3, nand2 21, clkdlybuf4s50 21, o31ai 4, a22oi 3
nand3 11, nor4 2
## logic make-up (layout without fill, tap and decap cells)
kind of cell	after synthesis	after routing	share of synthesized area (%)
XOR/XNOR	4	4	2.73
AND-OR/OR-AND	71	71	39.4
AND/OR/NAND/NOR	101	101	47.4
multiplexers	2	2	1.56
buffers and inverters	23	27	8.98
## how the worst max path moves through the flow
stage | endpoint | slack (ns) | cells after the start | from
6_report | WriteReg[2] | 0.89 | 8 | lut_instruction[8]
5_1_grt | WriteReg[2] | 0.73 | 8 | lut_instruction[8]
4_1_cts | WriteReg[2] | 0.96 | 8 | lut_instruction[8]
## metal layers
layer	part of all wire (%)	vias to the layer above
met2	45	157
met4	3.5	0
met3	11	31
met1	40	813
li1	-	798
met5	0	-
## cell type report
| class | count | area [um^2] |
|---|---|---|
| fill | 842 | 5760 |
| tap | 99 | 124 |
| multi-input combinational | 178 | 1170 |
| inverter | 3 | 11.3 |
| timing repair buffer | 24 | 233 |
## critical path, stage by stage
cell	delay, ns
clkdlybuf4s50_1	0.88
nor2b_1	0.68
buf_4	0.27
nand2_1	0.10
o21bai_1	0.26
o21a_1	0.15
a41oi_1	0.22
clkdlybuf4s50_1	0.51
Power and IR drop assume default switching activity.
